[flow/run.sh]
#!/bin/bash
# OpenROAD 26Q1-2900-gdf79404cd8, Yosys 0.63+post, stock flow scripts
make -C /OpenROAD-flow-scripts/flow DESIGN_CONFIG=/design/flow/config.mk WORK_HOME=/design/flow/orfs finish
[flow/config.mk]
export PLATFORM = sky130hd
export DESIGN_NAME = cache
export DESIGN_NICKNAME = cache
export VERILOG_FILES = /design/flow/design.v
export SDC_FILE = /design/flow/constraint.sdc
export NUM_CORES = 4
export LEC_CHECK = 1
export CORE_UTILIZATION = 40
[flow/constraint.sdc]
current_design cache

set clk_period 6.2
set clk_io_pct 0.2

create_clock -name clk0 -period $clk_period [get_ports {clk}]

set non_clock_inputs [all_inputs -no_clocks]
set_input_delay [expr $clk_period * $clk_io_pct] -clock clk0 $non_clock_inputs
set_output_delay [expr $clk_period * $clk_io_pct] -clock clk0 [all_outputs]
[flow/design.v]
`timescale 1ns / 1ps
module cache(
	input clk,
	input rst,
	input [17:0] addr,
	input [15:0] write_value,
	input wr_ctrl,
	output wire [15:0] feedback,
	output wire present,
	output wire dirty,
	output reg [17:0] wb_addr,
	output reg [15:0] wb_value,
	output reg wb_need
);
	reg [15:0] cache [9:0];
	reg [17:0] caddr [9:0];
	reg [9:0] fpre = 0;
	reg [9:0] fdir;
	assign hash_addr = { addr[14], addr[8:0] };
	always @(posedge clk) begin
		if (wr_ctrl) begin
			cache[hash_addr] <= write_value;
			if (!fpre[hash_addr] || addr != caddr[hash_addr]) begin
				wb_need <= fpre[hash_addr] && fdir[hash_addr];
				wb_addr <= caddr[hash_addr];
				wb_value <= cache[hash_addr];
				caddr[hash_addr] <= addr;
				fpre[hash_addr] <= 1'b1;
				fdir[hash_addr] <= 1'b0;
			end 
			else begin
				fdir[hash_addr] <= 1'b1;
			end
		end
	end
	assign present = addr == caddr[hash_addr] && fpre[hash_addr];
	assign dirty = fdir[hash_addr];
	assign feedback = cache[hash_addr];
endmodule
==> reports/results.txt <==
Outcome -> complete, no violations
Fin. max-slew vios -> 0
WP data required -> 4.96 ns
Endpoints failing hold -> 0
Metal3 WL -> 305 um
Critical Path Sink Type -> primary output
Gate Count Post-Synth -> 183
Die width -> 101.3 um
DR WL/cell -> 15.19 um
Largest fanout on the critical path -> 18
Cell area after layout -> 0.005220 mm2
Post-DRT Antenna Nets -> 0
TritonCTS clock tree -> built
Initial antenna violation count -> 0
Synth area leader -> edfxtp_1
Post-Syn Area per Cell -> 21.54 um2
Setup TNS Final -> 0 ns
Reg area -> 0.003213 mm2
Dpl ws -> 1.270 ns
Unrepaired setup endpoints after global routing -> false
Max-slew headroom -> 53.54%
Highest metal used -> met4
Met1 wire length -> 2.726 mm
Crit path kind -> primary input to primary output
Die area -> 0.01025 mm2
Top cell area share -> 81.52%
RR Startpoint -> caddr[1][4]
R2r setup slk -> 3.76 ns
Reg2reg end -> wb_addr[16]
Clock Skew -> 0.01516 ns
Routability Congestion -> 0.7363
Non-Filler Instances -> 417
Count leader, synth -> edfxtp_1
Initial DRT Pass Iterations -> 4
VDD IR max -> 0.0001429 V
Initial DRC count -> 95
# diodes -> 0
Die Span Y -> 101.3 um
Power density over the cells -> 278.8 mW/mm2
Via density -> 4.504
Number of global-route vias before repair -> 1924
#FFs+latches synth -> 107
Clock Sink Count -> 107
OpenROAD warnings -> 26
Layout cells sized above 1 -> 21.53%
R2r worst-path depth -> 6
Count of library flops with an enable pin -> 107
Clock latency on the worst-skew pair -> 0.36 ns
Final WS setup -> 1.310 ns
CTS clk-pin slew, worst paths -> 0.10 ns
First-pass GRT wire length -> 9.584 mm
IO Pins -> 90
Area Overhead vs Synth -> 32.44%
Number of cells in Yosys stat -> 183
Met2 wire length -> 3.220 mm
# DRC -> 0
Beginning of the worst hold path -> cache[1][5]
Top cells by count -> 107 x edfxtp_1, 32 x mux2_2, 13 x xor2_1
Worst min-delay path category -> register to register
Core Area -> 0.009371 mm2
Filler cells -> 761
Async SR Flop Fraction -> 0%
Post-Syn Area -> 0.003941 mm2
MaxCap Viol Count -> 0
Largest net degree at the start of global routing -> 29
Post-synth seq share -> 81.52%
Total CTS buffers -> 9
CTS root buf -> clkbuf_8
CTS H-tree lvls -> 3
Max frequency -> 0.2045 GHz
Startpoint types -> primary input
Crit share post-route -> 78.87%
Cell Rows -> 35
Resize count post-CTS -> 0
IO buf count -> 88
CTS Hold Bufs -> 0
YS warnings -> 2
Setup-failing EPs final -> 0
Final min period -> 4.890 ns
Distinct lib cells -> 20
Hold endpoint -> wb_value[5]
Routed WL -> 6.334 mm
Critical Path AT -> 3.65 ns
YS chip area -> 0.003941 mm2
Most used DFF post-synth -> edfxtp_1
Setup bufs post-CTS -> 0
FP Core Util -> 42.06%
Post-DP Area -> 0.005004 mm2
GRT Util Overall -> 13.74%
Total gr overflow -> 0
Cell count of the worst hold path -> 1
Vias -> 1878
Top cells, area -> edfxtp_1 82%, mux2_2 9.1%, xor2_1 2.9%, mux2_4 1.5%, xnor2_1 0.89%
Worst hold slack -> 0.5708 ns
Leakage Power -> 0.001755 uW
Clock tree buffer depth -> 2
Worst-Margin Slew -> 0.6954 ns
Logic area -> 708.2 um2
Post-DP HPWL -> 4.105 mm
Placed Cells -> 401
power by group:
part / switching [uW] / internal, uW
Combinational: 50.3 / 91.6
Clock: 221 / 230
Sequential: 10.6 / 851
Total: 282 / 1170
cells by family after synthesis:
logic type / after synthesis / share of synthesized area, %
simple gates: 14 / 2.254
compound gates: 4 / 0.7937
buf+inv: 5 / 0.9839
flops: 107 / 81.52
xor+xnor: 17 / 3.778
mux: 36 / 10.67
critical path, stage by stage:
cell,delay [ns]
buf_2,0.39
mux2_2,0.41
xor2_1,0.14
nor4_1,0.38
and3_1,0.36
and2_1,0.20
clkdlybuf4s50_1,0.51
per-stage QoR:
stage / util, % / power, uW
after floorplan: - / 929.2
after global placement: 53.39 / 1021
after detailed placement: 53.39 / 1023
after CTS: 55.70 / 1473
after global routing: 55.70 / 1521
final: 55.70 / 1455
cell usage in the layout, fill, tap and decap left out:
master           count
edfxtp_1           107
xor2_1              13
a21boi_2             2
clkbuf_1             2
bufinv_16            2
or2_2                1
nand4_1              1
buf_4                6
clkinv_4             1
nor4_1               3
nand2b_1             1
nor2_1               1
and2_1               3
nor3_2               1
and3_1               1
inv_6                1
buf_2                1
mux2_4               4
mux2_2              32
nor2b_1              2
clkbuf_8             9
xnor2_1              4
clkinvlp_4           1
clkdlybuf4s50_1     87
a21boi_4             1
a32oi_1              1
area by class of cell:
cell class,count,share of cell area (%)
Tap cell,129,3.092
Clock buffer,11,2.517
Sequential cell,107,61.55
Multi-Input combinational cell,71,13.57
Clock inverter,5,1.630
Timing Repair Buffer,94,17.64
how the worst max path moves through the flow:
stage,from,to,slack [ns],cells after the start
6_report,addr[0],present,1.31,7
4_1_cts,addr[0],present,1.28,7
5_1_grt,addr[0],present,1.18,7
per-layer routing:
| metal | global-route usage (%) | up-vias |
|---|---|---|
| met3 | 3.852 | 6 |
| met1 | 22.38 | 917 |
| met4 | 1.561 | 0 |
| li1 | - | 910 |
| met5 | 0 | - |
| met2 | 21.51 | 45 |
sequential cells by signal, indices dropped and copies added (netlist names), named ones only:
| register | count |
|---|---|
| cache | 32 |
| caddr | 36 |
| wb_need | 1 |
| wb_value | 16 |
| fpre | 2 |
| wb_addr | 18 |
No activity file was given, so power comes from the tool's default toggle rates.
