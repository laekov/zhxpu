<file path="flow/design.v">
`timescale 1ns / 1ps
module register(
	input clk,
	input raw_clk,
	input rst,
	input writable,
	input [3:0] write_addr,
	input [15:0] write_value,
	input alu_writable,
	input [3:0] alu_write_addr,
	input [15:0] alu_write_value,
	input readable1,
	input [3:0] read_addr1,
	output reg [15:0] read_value1,
	input readable2,
	input [3:0] read_addr2,
	output reg [15:0] read_value2,
	input RA_writable,
	input [15:0] RA_value,
	output wire [255:0] debug_out
    );
	reg [15:0] reg0;
	reg [15:0] reg1;
	reg [15:0] reg2;
	reg [15:0] reg3;
	reg [15:0] reg4;
	reg [15:0] reg5;
	reg [15:0] reg6;
	reg [15:0] reg7;
	reg [15:0] reg8;
	reg [15:0] reg9;
	reg [15:0] reg10;
	reg [15:0] reg11;
	reg [15:0] reg12;
	reg [15:0] reg13;
	reg [15:0] reg14;
	reg [15:0] reg15;
	assign debug_out = { reg0, reg1, reg2, reg3, reg4, reg5, reg6, reg7, reg8, reg9, reg10, reg11, reg12, reg13, reg14, reg15 };
	always @(posedge raw_clk) begin	
		if (!clk && (writable == 1'b1) && (write_addr != 4'b1011)) begin
			case (write_addr)
				4'b0000: begin reg0 <= write_value; end
				4'b0001: begin reg1 <= write_value; end
				4'b0010: begin reg2 <= write_value; end
				4'b0011: begin reg3 <= write_value; end
				4'b0100: begin reg4 <= write_value; end
				4'b0101: begin reg5 <= write_value; end
				4'b0110: begin reg6 <= write_value; end
				4'b0111: begin reg7 <= write_value; end
				4'b1000: begin reg8 <= write_value; end
				4'b1001: begin reg9 <= write_value; end
				4'b1010: begin reg10 <= write_value; end
				4'b1011: begin reg11 <= write_value; end
				4'b1100: begin reg12 <= write_value; end
				4'b1110: begin reg14 <= write_value; end
				4'b1111: begin reg15 <= write_value; end
			endcase
		end
	end
	always @(*) begin
		if (RA_writable == 1'b1) begin
			reg13 <= RA_value;
		end
	end
	always @(*) begin
		if (alu_writable && (alu_write_addr == read_addr1)) begin
			read_value1 <= alu_write_value;
		end else if (writable && (write_addr == read_addr1)) begin
			read_value1 <= write_value;
		end else begin
			case (read_addr1)
				4'b0000: begin read_value1 <= reg0; end
				4'b0001: begin read_value1 <= reg1; end
				4'b0010: begin read_value1 <= reg2; end
				4'b0011: begin read_value1 <= reg3; end
				4'b0100: begin read_value1 <= reg4; end
				4'b0101: begin read_value1 <= reg5; end
				4'b0110: begin read_value1 <= reg6; end
				4'b0111: begin read_value1 <= reg7; end
				4'b1000: begin read_value1 <= reg8; end
				4'b1001: begin read_value1 <= reg9; end
				4'b1010: begin read_value1 <= reg10; end
				4'b1011: begin read_value1 <= reg11; end
				4'b1100: begin read_value1 <= reg12; end
				4'b1101: begin read_value1 <= reg13; end
				4'b1110: begin read_value1 <= reg14; end
				4'b1111: begin read_value1 <= reg15; end
			endcase
		end
	end
	always @(*) begin
		if (alu_writable && (alu_write_addr == read_addr2)) begin
			read_value2 <= alu_write_value;
		end else if (writable && (write_addr == read_addr2)) begin
			read_value2 <= write_value;
		end else begin
			case (read_addr2)
				4'b0000: begin read_value2 <= reg0; end
				4'b0001: begin read_value2 <= reg1; end
				4'b0010: begin read_value2 <= reg2; end
				4'b0011: begin read_value2 <= reg3; end
				4'b0100: begin read_value2 <= reg4; end
				4'b0101: begin read_value2 <= reg5; end
				4'b0110: begin read_value2 <= reg6; end
				4'b0111: begin read_value2 <= reg7; end
				4'b1000: begin read_value2 <= reg8; end
				4'b1001: begin read_value2 <= reg9; end
				4'b1010: begin read_value2 <= reg10; end
				4'b1011: begin read_value2 <= reg11; end
				4'b1100: begin read_value2 <= reg12; end
				4'b1101: begin read_value2 <= reg13; end
				4'b1110: begin read_value2 <= reg14; end
				4'b1111: begin read_value2 <= reg15; end
			endcase
		end
	end
endmodule
</file>
<file path="flow/config.mk">
export PLATFORM = sky130hd
export DESIGN_NAME = register
export DESIGN_NICKNAME = register
export VERILOG_FILES = /design/flow/design.v
export SDC_FILE = /design/flow/constraint.sdc
export NUM_CORES = 4
export LEC_CHECK = 1
export CORE_UTILIZATION = 50
</file>
<file path="flow/constraint.sdc">
current_design register

set clk_period 4.4
set clk_io_pct 0.2

create_clock -name clk0 -period $clk_period [get_ports {raw_clk}]

set non_clock_inputs [all_inputs -no_clocks]
set_input_delay [expr $clk_period * $clk_io_pct] -clock clk0 $non_clock_inputs
set_output_delay [expr $clk_period * $clk_io_pct] -clock clk0 [all_outputs]
</file>
<file path="flow/run.sh">
#!/bin/bash
# OpenROAD 26Q1-2900-gdf79404cd8, Yosys 0.63+post, stock flow scripts
make -C /OpenROAD-flow-scripts/flow DESIGN_CONFIG=/design/flow/config.mk WORK_HOME=/design/flow/orfs finish
</file>
==> run notes <==
run results: Comb power frac 17.8%, ys async rst share 0%, Clock Path Buffers 3, Min Hold Slack 1.09 ns, first-pass GRT wire length 99200 um, final hold viol count 0, cell family with the largest share of critical-path delay buffers and inverters, HP Class input pin to flop, Post-Syn Area per Cell 12.1 um2, Clock power frac 35.4%, Worst-path clk slew 0.06 ns, Die Wd 166 um, filler instances 1605, max incr delay on CP 0.52 ns, Synth warnings 1, Finished Layout Cells 1932, pin count of the biggest net entering global routing 43, failing checks setup timing, core box area 26300 um2, Crit Path Class input pin to primary output, ys cells 1116, sw power 1510 uW, Iteration-0 DRC Markers 1840, Final HPWL DP 50700 um, register pins left without a clock 16, cells after synthesis 1116, Max-area cell share 53.3%, Overflow after GRT 0, crit path DAT 3.56 ns, Setup TNS Final -0.0442 ns, period utilization 101%, status finished, violations left, most frequent CP cell buf_4, fin crit period 4.44 ns, WL/cell 36.7 um, relative slew slack 47.3%, Antenna diodes 0, Port-buffer cells 356, number of setup buffers added after CTS 0, top-count cell post-synth edfxtp_1, RSZ-0062 raised after global routing no, P&R area growth vs syn 40.5%, PwrDens 294 nW/um2, CP bufs+invs 3, Placer Congestion 1.11, measured slew at the worst slew-check pin 0.789 ns, post-placement cell count 1887, Init Core Util 51.4%, CP max FO 42, Synth area leader edfxtp_1, CTS Buf Count 25, maximum VDD drop 473 uV, CTS Root Buffer Type clkbuf_16, remaining antenna violation count 0, Worst Setup Slack, final -0.0442 ns, drt pass-1 iters 32, switching part of the total power 27.1%, total wire length 70800 um, f_max 225 MHz, Top FF cell, synth edfxtp_1, I/O pins 360, CP required 3.52 ns, Critical Path End read_value2[4], endpoint type of the worst setup path primary output, die height 166 um, Unique cell types 77, Chip Area, Yosys 13500 um2, Placement Setup Slack 0.117 ns, critical path depth 7, EDFF count, synth 240, Post-Synthesis Cell Area 13500 um2, sequential power share 46.9%, Max-Cap Viols 0, Top cells by area edfxtp_1 (53%), a22oi_1 (4.0%), mux2i_1 (3.6%), Internal 4070 uW, worst path cell trace buf_4, buf_4, mux2_2, a221o_1, a311oi_1, o31ai_1, clkdlybuf4s50_1, tool warnings 29, Total GRT Usage 54.6%, setup violators final 1, DRC 0, DIE AREA 27700 um2, CTS tree yes, Slew Viols, Final 0, endpoints left unconstrained 32, mean number of vias per cell 7.14, vias 13800, CP max-delay cell a311oi_1, leak pwr 0.00672 uW, Yosys reg bits 256, top cells by count, synth edfxtp_1 (240), a22oi_1 (72), nor2_1 (62), mux2i_1 (49), nand2_1 (46), H-tree Lvls 1, startpoint types input pin, hold wc startpoint write_value[7], # rows 59, crit path launch read_addr2[0], number of global-route vias before repair 14200, layout cells sized above 1 17.6%, Final Total Pwr 5580 uW, initial antenna violation count 0
[metrics by stage]
stage | area [um2] | util, %
after global placement | 18200 | 69.4
after global routing | 19000 | 72.3
after detailed placement | 18200 | 69.4
after floorplan | 13600 | -
final | 19000 | 72.3
after CTS | 19000 | 72.2
[repair_timing]
action | in CTS | in global routing
hold buffers | 0 | 0
gates resized | 0 | 2
endpoints found under the setup margin | 0 | 3
endpoints found under the hold margin | 0 | 0
[cell type report]
| type | instances | area (um2) | area share (%) |
|---|---|---|---|
| flip-flops and latches | 256 | 7450 | 39.2 |
| multi-input cells | 769 | 5510 | 29.0 |
| repair buffers | 515 | 4820 | 25.4 |
| clock buffers | 28 | 637 | 3.35 |
| well taps | 335 | 419 | 2.21 |
| clock inverters | 17 | 113 | 0.593 |
| inverters | 12 | 45.0 | 0.237 |
[worst min-delay path by stage]
| stage | to | cells past startpoint |
|---|---|---|
| finish | reg12[7] | 2 |
| global route | reg12[7] | 2 |
| CTS | reg12[7] | 2 |
[registers in the layout (all words and copies together) (netlist names)]
| register | cells |
|---|---|
| reg5 | 16 |
| reg8 | 16 |
| reg13 | 16 |
| reg6 | 16 |
| reg12 | 16 |
| reg7 | 16 |
| reg15 | 16 |
| reg4 | 16 |
| reg3 | 16 |
| reg9 | 16 |
| reg11 | 16 |
| reg0 | 16 |
| reg1 | 16 |
| reg10 | 16 |
| reg2 | 16 |
| reg14 | 16 |
[power by group through the flow]
stage         Sequential [uW]  Clock, uW  Combinational (uW)
global route             2620       2060                1010
CTS                      2610       1970                 949
finish                   2620       1980                 991
[cells in the final DEF, fill, tap and decap left out, drive strengths merged, types with 9 or more instances in the layout]
master and instances:
clkdlybuf4s50 348, edfxtp 240, buf 166, a22oi 72, nor2 68, mux2i 49, nand2 46, nand3 45
mux2 39, a21oi 29, clkbuf 29, nor3 28, o31ai 27, nand3b 26, nand2b 25, o21ai 24
nor2b 23, a22o 21, o22ai 18, a31oi 17, a32oi 16, conb 16, dlxtp 16, inv 14
xnor2 13, clkinv 13, a221oi 12, nor4 12, nand4 12, o32ai 11, a211oi 11, and2 9
a311oi 9
[cell families after synthesis]
kind of cell	synth area share, %
latches	1.78
other	0.0277
buffers and inverters	4.99
AOI/OAI and AO/OA	18.2
and+or+nand+nor	13.6
xor gates and xnor gates	1.15
muxes	6.96
DFF	53.3
[per-layer routing]
metal | GRT usage [%] | share of wire, % | routed length [um] | up-vias
li1 | - | - | - | 5399
met1 | 68.7 | 33 | 23000 | 6417
met2 | 73.2 | 41 | 29200 | 1601
met3 | 36.5 | 19 | 13400 | 374
met4 | 28.9 | 7.2 | 5080 | 2
met5 | 1.04 | 0.054 | 38 | -
Power is estimated from default activity; no workload was simulated.
